**flow/config.mk**
```make
export PLATFORM = sky130hd
export DESIGN_NAME = ram
export DESIGN_NICKNAME = ram
export VERILOG_FILES = /design/flow/design.v
export SDC_FILE = /design/flow/constraint.sdc
export NUM_CORES = 4
export LEC_CHECK = 1
export CORE_UTILIZATION = 50
```
**flow/constraint.sdc**
```tcl
current_design ram

set clk_period 81.2
set clk_io_pct 0.2

create_clock -name clk0 -period $clk_period [get_ports {clk}]

set non_clock_inputs [all_inputs -no_clocks]
set_input_delay [expr $clk_period * $clk_io_pct] -clock clk0 $non_clock_inputs
set_output_delay [expr $clk_period * $clk_io_pct] -clock clk0 [all_outputs]
```
**flow/design.v**
```verilog
module ram (input clk, rst, wr_en, input[8-1:0] addr, inout[16-1:0] data);
  reg[7:0] ram_data[(2**8)-1:0];
  always@(posedge clk) begin
	  if(rst) begin
		  for (int i=0;i<(2**8);i++) begin
			  ram_data[i] <= 'b0;
		  end
	  end
	  else begin
		  if(wr_en)
			  {ram_data[addr+1],ram_data[addr]} <= data;
	  end
  end
  assign data = wr_en? 'bz:{ram_data[addr+1],ram_data[addr]};
endmodule
```
**flow/run.sh**
```bash
#!/bin/bash
# OpenROAD 26Q1-2900-gdf79404cd8, Yosys 0.63+post, stock flow scripts
make -C /OpenROAD-flow-scripts/flow DESIGN_CONFIG=/design/flow/config.mk WORK_HOME=/design/flow/orfs finish
```
==> deck_impl_summary.md <==
Key Metrics from the Run

Clock network
  • Clk buf depth: 3
  • Root Driver: clkbuf_16
  • Hold-fix buffers, CTS: 0
  • Post-CTS setup buffer count: 0
  • CTS sink count: 2048
  • CTS H-Tree Depth: 4
  • CTS buffer count: 220
  • CTS-repair resized insts: 0

Run status
  • Fail Step: clock tree synthesis
  • Err: [error] [KeplerFormal.cpp:679] Workflow failed: Iso has multiple drivers: .data7, _11892_.Y0
  • Outcome: did not finish

Floorplan
  • Site row count: 176
  • IO Count: 27
  • Die Ht: 484 µm
  • Fp_density: 50.4%
  • Die W: 484 µm

Placement
  • Setup WS pre-CTS: 42.60 ns
  • Post-DP Area: 0.118 mm²
  • I/O Buffers: 10
  • Detailed placement HPWL: 328000 µm
  • Placer Congestion: 1.06

Yosys
  • Post-synth ARST share: 0%
  • Synth unique cells: 78
  • Post-synth seq share: 52.9%
  • #FFs+latches synth: 2048
  • Most numerous cell in the Yosys netlist: edfxtp_1
  • Synth top cells by count: 2048 x edfxtp_1, 2025 x o22ai_1, 1097 x mux4_2
  • Yosys stat area: 0.116 mm²
  • Top cells by area: edfxtp_1 53%, mux4_2 21%, o22ai_1 11%
  • Yosys top cell by area: edfxtp_1
  • Post-Syn Area: 0.116 mm²
  • Top cell area share: 52.9%
  • Cell count after synthesis: 8493
  • Avg Cell Area, Syn: 13.7 µm²
  • Ys cells: 8493
  • Syn. warnings: 2
  • Synth Flop Type: edfxtp_1
  • Number of enable flip-flop cells: 2048
==> cells by family after synthesis <==
group / share of synthesized area (%)
adders and majority gates: 0.0538
muxes: 22.1
AOI/OAI and AO/OA: 13.5
xor gates and xnor gates: 0.0829
and+or+nand+nor: 6.68
DFF: 52.9
buffers and inverters: 4.60
==> metrics by stage <==
stage	hold WS (ns)	std cells
3_5_place_dp	1.41	10900
2_1_floorplan	0.988	8493
3_3_place_gp	1.39	10900
