==> flow/design.v <==
module alu (input signed[16-1:0] a, b, input[4:0] opcode, output reg signed[16-1:0] c, output reg overflow, output reg[1:0] comp_flag);
  always@(*) begin
	  case(opcode) 
		  5'h4:c = a + b;
		  5'h5:c = a - b;
		  default: c = 'bx; 
	  endcase
  end
  always@(*) begin
	  case(opcode)
		  5'h6: begin
			  comp_flag[0] = (a==b);
			  comp_flag[1] = (a>b);
		  end
		  default: comp_flag = 'bx;
	  endcase
  end
  always@(*) begin
	  if(opcode == 5'h4) 
		  overflow = (a>0)&(b>0)&(c<=0) | (a<0)&(b<0)&(c>=0);
	  else if(opcode == 5'h5)
		  overflow = (a>0)&(b<0)&(c<=0) | (a<0)&(b>0)&(c>=0);
	  else
		  overflow = 'bx;
  end
endmodule
module cpu (input clk, rst, inout[16-1:0] data_bus, output[8-1:0] addr_bus, output wr_en, boot);
  reg[7:0] state = 0;
  localparam RESET=0, BOOT=1, WR_EN=2, OVFL=3, EQ=4, BIG=5, JUMP=6, COND1=7, COND2=8;  
  reg[8-1:0] pc = 0;
  reg[8-1:0] addr_reg = 0;
  reg[16-1:0] inst_reg;
  reg[16-1:0] data_out;
  reg[16-1:0] a,b;
  reg[16-1:0] gpreg = 0;  
  reg[16-1:0] temp;
  wire[4:0] opcode;
  wire[7:0] operand;
  assign opcode = inst_reg[15:11];
  assign operand = inst_reg[7:0];
  assign wr_en = gpreg[WR_EN];
  assign boot = gpreg[BOOT];
  wire[16-1:0] alu_out;
  wire overflow;
  wire[1:0] comp_flag;
  alu ALU_cpu (.a(a), .b(b), .opcode(opcode), .c(alu_out), .overflow(overflow), .comp_flag(comp_flag));
  assign addr_bus = boot? addr_reg: ((state == 0)? pc:addr_reg);
  assign data_bus = (~boot & wr_en)? data_out:'bz;
  always@(posedge clk) begin
	  if(rst)
		  state <= 0;
	  else begin
		  if(boot || state==4)
			  state <= 0;
		  else
			  state <= state + 1;
	  end
  end
  always@(posedge clk) begin
	  gpreg[RESET] <= rst; 
	  gpreg[OVFL] <= overflow;
	  if(rst) begin  
		  pc <= 0;
		  addr_reg <= 0;
		  a <= 0;
		  b <= 0;
		  data_out <= 0;
		  temp <= 0;
		  gpreg[BOOT] <= 1;
          gpreg[WR_EN] <= 1;
          gpreg[JUMP] <= 0;
	  end
	  else if(boot) begin  
		  if(addr_reg!=(2**8 - 2)) 
			  addr_reg <= addr_reg + 2;
		  else begin
			  gpreg[BOOT] <= 0;
              gpreg[WR_EN] <= 0;
		  end
	  end
	  else if(state==0) begin  
		  inst_reg <= data_bus;
		  gpreg[JUMP] <= 0;
	  end
	  else if(state==4 && !gpreg[JUMP] && opcode!=5'hA)  
		  pc <= pc + 2;
	  else begin  
		  case(opcode)
			  5'h1: begin
				  case(state)
					  1: begin
						  case(inst_reg[9:8])
							  2: addr_reg <= operand;
						  endcase
					  end
					  2: begin
						  case(inst_reg[9:8])
							  1: addr_reg <= operand;
							  2: addr_reg <= data_bus;
						  endcase
					  end
					  3: begin
						  if(inst_reg[10]==0) begin  
							  case(inst_reg[9:8])
								  0: a <= operand;
								  1: a <= data_bus;
								  2: a <= data_bus;
							  endcase
						  end
						  else if(inst_reg[10]==1) begin  
							  case(inst_reg[9:8])
								  0: b <= operand;
								  1: b <= data_bus;
								  2: b <= data_bus;
							  endcase
						  end
					  end
				  endcase
			  end
			  5'h2: begin
				  case(state)
					  1: begin
						  case(inst_reg[10:8])
							  0: data_out <= a;
							  1: data_out <= b;
							  2: data_out <= data_out;
							  3: data_out <= inst_reg;
							  4: data_out <= addr_reg;
							  5: data_out <= gpreg;
						  endcase
					  end
					  2: begin
						  addr_reg <= operand;
						  gpreg[WR_EN] <= 1;
					  end
					  3: gpreg[WR_EN] <= 0;
				  endcase
			  end
			  5'h3: begin
				  case(state)
					  1: begin
						  case(inst_reg[7:4])
							  0: temp <= a;
							  1: temp <= b;
							  2: temp <= data_out;
							  3: temp <= inst_reg;
							  4: temp <= addr_reg;
							  5: temp <= gpreg;
						  endcase
					  end
					  2: begin
						  case(inst_reg[3:0])
							  0: a <= temp;
							  1: b <= temp;
							  2: data_out <= temp;
							  3: inst_reg <= temp;
							  4: addr_reg <= temp;
							  5: gpreg <= temp;
						  endcase
					  end
				  endcase
			  end
			  5'h4: begin
				  case(state)
					  1: data_out <= alu_out;
				  endcase
			  end
			  5'h5: begin
				  case(state)
					  1: data_out <= alu_out;
				  endcase
			  end
			  5'h6: begin
				  case(state)
					  1: {gpreg[BIG],gpreg[EQ]} <= comp_flag;
				  endcase
			  end
			  5'h7: begin
				  case(state)
					  1: pc <= operand;
					  2: gpreg[JUMP] <= 1;
				  endcase
			  end
			  5'h8: begin
				  case(state)
					  1: begin
						  case(inst_reg[10:8])
							  0: pc <= (gpreg[EQ]==1)? operand:pc;  
							  1: pc <= (gpreg[EQ]==0)? operand:pc;  
							  2: pc <= (gpreg[BIG]==1)? operand:pc;  
							  3: pc <= (gpreg[BIG]==1 || gpreg[EQ]==1)? operand:pc;  
							  4: pc <= (gpreg[BIG]==0)? & operand:pc;  
							  5: pc <= (gpreg[BIG]==0 || gpreg[EQ]==1)? operand:pc;  
							  6: pc <= (gpreg[COND1] && gpreg[COND2])? operand:pc;  
							  7: pc <= (gpreg[COND1] || gpreg[COND2])? operand:pc;  
						  endcase
					  end
					  2: begin
						  case(inst_reg[10:8])
							  0: gpreg[JUMP] <= (gpreg[EQ]==1);  
							  1: gpreg[JUMP] <= (gpreg[EQ]==0);  
							  2: gpreg[JUMP] <= (gpreg[BIG]==1);  
							  3: gpreg[JUMP] <= (gpreg[BIG]==1 || gpreg[EQ]==1);  
							  4: gpreg[JUMP] <= (gpreg[BIG]==0);  
							  5: gpreg[JUMP] <= (gpreg[BIG]==0 || gpreg[EQ]==1);  
							  6: gpreg[JUMP] <= (gpreg[COND1] && gpreg[COND2]);  
							  7: gpreg[JUMP] <= (gpreg[COND1] || gpreg[COND2]);  
						  endcase
					  end
				  endcase
			  end
			  5'h9: begin
				  case(state)
					  1: gpreg[inst_reg[3:0]] <= gpreg[inst_reg[7:4]];
				  endcase
			  end
		  endcase
	  end
  end
endmodule
==> flow/run.sh <==
#!/bin/bash
# OpenROAD 26Q1-2900-gdf79404cd8, Yosys 0.63+post, stock flow scripts
make -C /OpenROAD-flow-scripts/flow DESIGN_CONFIG=/design/flow/config.mk WORK_HOME=/design/flow/orfs finish
==> flow/config.mk <==
export PLATFORM = sky130hd
export DESIGN_NAME = cpu
export DESIGN_NICKNAME = cpu
export VERILOG_FILES = /design/flow/design.v
export SDC_FILE = /design/flow/constraint.sdc
export NUM_CORES = 4
export LEC_CHECK = 1
export CORE_UTILIZATION = 30
==> flow/constraint.sdc <==
current_design cpu

set clk_period 5.0
set clk_io_pct 0.2

create_clock -name clk0 -period $clk_period [get_ports {clk}]

set non_clock_inputs [all_inputs -no_clocks]
set_input_delay [expr $clk_period * $clk_io_pct] -clock clk0 $non_clock_inputs
set_output_delay [expr $clk_period * $clk_io_pct] -clock clk0 [all_outputs]
==> impl_metrics.csv <==
group,metric,value,unit
run_status,status,"stopped before the end",
run_status,stop_stage,"4_1_cts",
run_status,first-error,"[error] [KeplerFormal.cpp:679] Workflow failed: Iso has multiple drivers: .data_bus0, data_bus[0]$_SDFFE_PP0P_.Q0",
clock_network,cts_made_buffers,17,
place,dp_hpwl,26.2,mm
place,place_congestion,0.980,
floorplan,die_x,184,um
clock_network,clk_path_buf_depth,2,
synth,edf_count,27,
place,place_inst,1626,
place,io_buffers,11,
clock_network,cts_root_buf,"clkbuf_16",
clock_network,cts_resized,0,
synth,yosys_warnings,3,
clock_network,htree_num_levels,4,
clock_network,cts_sinks,120,
floorplan,initial_core_util,0.305,
synth,synth_seq_share,0.270,
synth,yosys.cell_types.count,88,
synth,flop_cell,"dfxtp_1",
synth,async_flop_share,0,
floorplan,row_count,66,
synth,netlist_area,0.00991,sq mm
synth,syn_avg_cell_area,8.01,sq um
floorplan,die_h,184,um
clock_network,post_cts_buffers,0,
synth,yosysCellCount,1237,
synth,synthCells,1237,
clock_network,cts_hold_buffers,0,
synth,ys_ff,120,
floorplan,ios,28,
synth,ys_area,0.00991,sq mm
[logic make-up after synthesis]
| logic type | Yosys count | share of synthesized area |
|---|---|---|
| compound gates | 376 | 0.271 |
| xor+xnor | 12 | 0.0106 |
| fa+ha+maj | 51 | 0.0659 |
| buf+inv | 142 | 0.0621 |
| flops | 120 | 0.270 |
| mux | 84 | 0.0948 |
| simple gates | 452 | 0.226 |
[synthesized netlist by cell type, types with 24 or more instances]
master | count | area [sq um]
nand3_1 | 29 | 145
dfxtp_1 | 93 | 1860
a21oi_1 | 57 | 285
mux2i_1 | 50 | 500
nand4_1 | 24 | 150
edfxtp_1 | 27 | 811
nor2_1 | 150 | 563
o21ai_0 | 73 | 365
clkbuf_1 | 59 | 221
inv_1 | 51 | 191
mux2_2 | 29 | 327
a22oi_1 | 56 | 420
a211oi_1 | 34 | 255
nor3_1 | 33 | 165
nand2_1 | 108 | 405
ha_1 | 49 | 613
[metrics by stage]
stage / area (sq um) / setup WS (ns) / total power [mW]
2_1_floorplan: 9910 / 1.65 / 1.06
3_3_place_gp: 10400 / 1.40 / 1.08
3_5_place_dp: 10400 / 1.33 / 1.08
Power is estimated from default activity; no workload was simulated.
